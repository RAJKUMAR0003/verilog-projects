`/design/flow/config.mk`:
```
export PLATFORM = sky130hd
export DESIGN_NAME = counter
export DESIGN_NICKNAME = counter
export VERILOG_FILES = /design/flow/design.v
export SDC_FILE = /design/flow/constraint.sdc
export NUM_CORES = 4
export LEC_CHECK = 1
export CORE_AREA = 10 10 70 70
export DIE_AREA = 0 0 80 80
```
`/design/flow/constraint.sdc`:
```
current_design counter

set clk_period 1.5
set clk_io_pct 0.2

create_clock -name clk0 -period $clk_period [get_ports {clk}]

set non_clock_inputs [all_inputs -no_clocks]
set_input_delay [expr $clk_period * $clk_io_pct] -clock clk0 $non_clock_inputs
set_output_delay [expr $clk_period * $clk_io_pct] -clock clk0 [all_outputs]
```
`/design/flow/design.v`:
```
module counter(clk , reset , count);
    input clk , reset ; 
    output reg [3:0]count; 
    always @(posedge clk , posedge reset )
        begin 
            if(reset == 1'b1)
                count = 0 ; 
            else 
                count  = count +1 ;
        end 
endmodule 
```
`/design/flow/run.sh`:
```
#!/bin/bash
# OpenROAD 26Q1-2900-gdf79404cd8, Yosys 0.63+post, stock flow scripts
make -C /OpenROAD-flow-scripts/flow DESIGN_CONFIG=/design/flow/config.mk WORK_HOME=/design/flow/orfs finish
```
==> results_slide.txt <==
Key Metrics from the Run

Final timing
  – Period utilization: 93.5%
  – Final Skew: ~0.0045 ns
  – Relative max-transition margin: around nine tenths
  – FMAX: around 0.71 GHz
  – Hold Vio Cnt, Final: 0
  – Final setup viols: 0
  – Worst-Margin Slew: 0.149 ns
  – Final min period: 1.40 ns
  – Final Max Slew Viols: 0
  – RSZ-0062 raised after global routing: no
  – Setup TNS Final: 0 ns

Clocking
  – Max Buffers Root-to-Sink: 2
  – Num Clock Sinks: 4
  – Clock slew seen by the registers of the worst setup and hold paths: roughly 0.04 ns
  – Cts bufs inserted: 3
  – Clk latency late pin: around 0.23 ns
  – Cts hold-fix bufs: 0
  – Resize count post-CTS: 0
  – Root buf cell: clkbuf_4
  – TritonCTS clock tree: built
  – H-tree depth: 1

Route
  – Antenna cells: 0
  – DR pass1 iterations: 1
  – Antenna-violating nets left: 0
  – Wire per inst: roughly 6.1 um
  – Via/cell ratio: 1.52
  – Post-route DRC: 0
  – 1st-iter DRT viols: 0
  – Final wirelength: between 300 and 400 um
  – DR vias: a little under 100

Worst setup path
  – Crit path buf inv count: 1
  – R2R Path End: count[2]
  – Reg-to-Reg Start: count[0]
  – CP max stage delay: around 0.49 ns
  – Worst Reg2Reg Path Length in Cells: 2
  – Critical path arrival: 1.10 ns
  – Worst-path cell chain: clkdlybuf4s50_1
  – R2R setup slack: ~0.63 ns
  – Crit start category: flop
  – Crit path kind: flop to primary output
  – CP Max Fanout: 4
  – Slowest cell on crit path: clkdlybuf4s50_1
  – CP top delay family: buffers and inverters
  – Crit end category: primary output
  – CP Data Required Time: between 1 and 1.5 ns

Floorplanning
  – Die height: 80 um
  – IO Count: 6
  – DIE AREA: 6400 um^2
  – Pre-Place Util: roughly 4.2%
  – Die Wd: roughly 80 um
  – Core area: 3420 um^2
  – Num rows: 21

Layout
  – Synthesis-to-finish area growth: 96.5%
  – Share of post-route cells with drive strength above 1: a little over a fifth
  – Max FFs per register: 4
  – Post-Layout Cell Count: roughly 65
  – Fillers: slightly above 400

Placed design
  – Placed cell count: 61
  – Gpl congestion: between 0.6 and 0.7
  – Port bufs: 5

Global route
  – Gr usage total: 1.41%
  – Busiest grt layer: met1
  – Maximum number of pins on one net before global-route repair: 5
  – GRT met2 Usage: under 10%
  – Met1 usage: 2.07%
  – First-pass GRT wire length: about 660 um
  – Initial antenna violation count: 0
  – GRT overflow: 0
  – Vias in the first global route: between 100 and 150
  – Met3 capacity usage during global routing: under 10%

Pwr
  – Total power: between 200 and 250 uW
  – Leakage: 0.122 nW
  – PwrDens: just under 900 nW/um^2
  – Max VDD drop: 0.449 mV

Flow run
  – Max Cap Violations: 0
  – Tool warnings: 25

Logic synthesis
  – Cell Area, Synth: 143 um^2
  – Synth flops: 4
  – Post-Synthesis Cells: 10
  – Yosys warnings: 1
  – Sequential-to-total area share from yosys stat: 70.2%
  – Yosys Instances: 10
  – Synth unique cells: 6
  – Average instance area after synthesis: roughly 14 um^2
  – Yosys stat chip area: ~140 um^2

Worst hold path
  – Hold Path Class: input port to asynchronous set/reset pin

Status
  – Run status: finished clean
-- layer usage --
layer	part of all wire (%)	wire length, um
met3	16	62
met1	62	246
met2	22	87
met5	0	0
met4	0	0
-- through the flow --
step | worst slack (ns) | utilization (%) | cell area, um^2 | hold slack, ns
after global routing | 0.0382 | 8.21 | 280 | 0.264
after detailed placement | 0.295 | 7.33 | 250 | 0.466
after CTS | 0.0413 | 7.99 | 273 | 0.251
after global placement | 0.316 | 7.33 | 250 | 0.455
after floorplan | 0.679 | - | 143 | 0.0661
final | 0.0981 | 8.21 | 280 | 0.253
-- Yosys cell counts (all sizes together) --
cell type  n  area [um^2]
inv        2         7.51
dfrtp      4          100
ha         1         12.5
xor2       1         8.76
nand3      1         5.00
xnor2      1         8.76
-- power by group --
group / internal (mW) / total [mW] / switching, mW
logic: 0.00244 / 0.00466 / 0.00222
registers: 0.109 / 0.109 / 0
clock network: 0.0893 / 0.130 / 0.0411
total: 0.200 / 0.244 / 0.0433
-- worst max-delay path by stage --
stage	cells past startpoint	startpoint	endpoint
CTS	1	count[2]	count[2]
global route	1	count[0]	count[0]
finish	1	count[0]	count[0]
-- cell families after synthesis --
family | after synthesis | share of synthesized area (%)
DFF | 4 | 70.2
xor gates and xnor gates | 2 | 12.3
buffers and inverters | 2 | 5.27
adders and majority gates | 1 | 8.77
and+or+nand+nor | 1 | 3.51
-- repair_timing --
item / 4_1_cts / 5_1_grt
endpoints found under the hold margin: 0 / 0
setup buffers: 0 / 1
setup endpoints to repair: 0 / 1
-- cell type report --
class                      count  area, um^2  share of cell area, %
sequential                     4         100                   35.7
timing repair buffer           6        57.6                   20.5
tap                           46        57.6                   20.5
multi-input combinational      4        35.0                   12.5
clock buffer                   3        22.5                   8.04
inverter                       2        7.51                   2.68
-- cell usage in the layout (no fill, tap or decap), drive strengths merged --
| cell | instances |
|---|---|
| buf | 1 |
| nand3 | 1 |
| clkdlybuf4s50 | 5 |
| ha | 1 |
| xor2 | 1 |
| xnor2 | 1 |
| clkbuf | 3 |
| inv | 2 |
| dfrtp | 4 |
No activity file was given, so power comes from the tool's default toggle rates.
